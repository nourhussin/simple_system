==> flow/design.v <==
package SYS_PKG;
    typedef logic [7:0] dataframe_t;
    typedef enum logic [3:0] {
    OP_ADD   = 4'd0,
    OP_SUB   = 4'd1,
    OP_MULT  = 4'd2,
    OP_DIV   = 4'd3,
    OP_AND   = 4'd4,
    OP_OR    = 4'd5,
    OP_NAND  = 4'd6,
    OP_NOR   = 4'd7,
    OP_XOR   = 4'd8,
    OP_XNOR  = 4'd9,
    OP_CMPE  = 4'd10,   
    OP_CMPG  = 4'd11,   
    OP_SR    = 4'd12,   
    OP_SL    = 4'd13    
} opcode_t;
endpackage
module deserializer(
    input  logic       CLK,
    input  logic       RST,
    input  logic       deser_en,
    input  logic [5:0] edge_cnt,
    input  logic [5:0] prescale,
    input  logic       sampled_bit,
    output logic [7:0] P_DATA
);
logic [2:0] bit_index;  
logic latch_bit;
assign latch_bit = deser_en && (edge_cnt == prescale - 1);
always_ff @(posedge CLK or negedge RST) begin
    if (!RST) begin
        P_DATA    <= 8'd0;
        bit_index <= 3'd0;
    end
    else if(latch_bit) begin
        P_DATA <= {sampled_bit, P_DATA[7:1]};  
        if (bit_index < 3'd7)
            bit_index <= bit_index + 1;
        else
            bit_index <= 3'd0;  
    end
end
endmodule
==> flow/run.sh <==
#!/bin/bash
# OpenROAD 26Q1-2900-gdf79404cd8, Yosys 0.63+post, stock flow scripts
make -C /OpenROAD-flow-scripts/flow DESIGN_CONFIG=/design/flow/config.mk WORK_HOME=/design/flow/orfs finish
==> flow/config.mk <==
export PLATFORM = sky130hd
export DESIGN_NAME = deserializer
export DESIGN_NICKNAME = deserializer
export VERILOG_FILES = /design/flow/design.v
export SDC_FILE = /design/flow/constraint.sdc
export NUM_CORES = 4
export LEC_CHECK = 1
export CORE_AREA = 10 10 70 70
export DIE_AREA = 0 0 80 80
==> flow/constraint.sdc <==
current_design deserializer

set clk_period 1.5
set clk_io_pct 0.2

create_clock -name clk0 -period $clk_period [get_ports {CLK}]

set non_clock_inputs [all_inputs -no_clocks]
set_input_delay [expr $clk_period * $clk_io_pct] -clock clk0 $non_clock_inputs
set_output_delay [expr $clk_period * $clk_io_pct] -clock clk0 [all_outputs]
==> impl_table.tex <==
% Table of physical implementation metrics
\begin{tabular}{lr}
\hline
Metric & Value \\
\hline
\multicolumn{2}{l}{\textbf{Drt}} \\
Total vias in the final route & 415 \\
Initial DRT Pass Iterations & 2 \\
Routed len/inst & 9.92 um \\
Antenna diode instance count & 0 \\
Initial drt markers & 6 \\
Remaining antenna violation count & 0 \\
Ratio of routed vias to standard cells & roughly 3.6 \\
Final Routed Wirelength & 1150 um \\
DRC violation count after routing & 0 \\
\multicolumn{2}{l}{\textbf{Cells and area}} \\
Tally of non-filler cells in the final layout & around 120 \\
Regs by FF count & P\_DATA (8) \\
Share of layout cells above drive strength 1 & 45.7\% \\
Largest register FFs & 8 \\
Filler cell count & 372 \\
Layout overhead on the synthesized area & 73.8\% \\
Register bank with the most flops & P\_DATA \\
\multicolumn{2}{l}{\textbf{Worst setup path}} \\
Slowest cell on the critical path & or4\_4 \\
Worst Setup Path Type & input port to flop \\
Number of buffer and inverter stages on the critical path & 2 \\
Cell Chain, Critical Path & buf\_2, buf\_6, nor2\_2, nand2\_1, xnor2\_1, or4\_4, mux2\_4 \\
Length in cells of the worst reg-to-reg path & 1 \\
Worst stage delay on the critical path & 0.64 ns \\
Worst Setup End Kind & flop \\
Crit-path max FO & 8 \\
Startpoint of the most critical setup path & prescale[3] \\
Critical path destination & P\_DATA[7] \\
Depth of the critical timing path with buffers and inverters included & 7 \\
Setup crit start kind & input port \\
Capture point of the worst reg-to-reg path & P\_DATA[4] \\
Launching point of the worst reg2reg path & P\_DATA[5] \\
Data arrival time of the critical path & around 1.8 ns \\
Minimum setup slack among reg-to-reg paths & 0.72 ns \\
Top Family by Delay on Critical Path & simple AND/OR/NAND/NOR gates \\
Crit path DRT & 1.63 ns \\
\multicolumn{2}{l}{\textbf{Clock tree}} \\
Clock slew at reported path FFs & 0.05 ns \\
Bufs on Longest Clock Path & 2 \\
Post-CTS Hold Fix Bufs & 0 \\
TritonCTS clock tree & built \\
Cts bufs inserted & 3 \\
H-Tree Depth & 1 \\
Total number of clock tree sinks & 8 \\
Clock root cell & clkbuf\_4 \\
Insertion Delay late pin & 0.25 ns \\
Setup bufs post-CTS & 0 \\
\multicolumn{2}{l}{\textbf{Final timing}} \\
Final period utilization & 111\% \\
Min setup slack post-route & -0.170 ns \\
Slew of the pin with the lowest slew margin & 0.340 ns \\
Final number of setup-violating endpoints & 8 \\
Final Max-Slew Violation Tally & 0 \\
Setup repair after global routing missed its margin & yes \\
Setup clock skew after layout & 0.00332 ns \\
Final min period & approximately 1.7 ns \\
Final Hold Violation Tally & 0 \\
Timing-limited maximum frequency & about 0.60 GHz \\
Worst relative slew slack & 77.3\% \\
\multicolumn{2}{l}{\textbf{Logic synthesis}} \\
Post-synth regs & 8 \\
Post-Syn Instances & 41 \\
Ys cells & 41 \\
Top\_reg\_cell synth & dfrtp\_1 \\
Flip-flops with a built-in enable & 0 \\
Top-area cell type share of the netlist area & between 30\% and 40\% \\
Asr flop ratio synth & approximately 100\% \\
Average instance area after synthesis & 12.4 um\^{}2 \\
Seq/Total Area, Yosys & 39.5\% \\
Count of warnings emitted by yosys & 1 \\
Area of the mapped netlist & 507 um\^{}2 \\
Chip area line of the yosys report & roughly 510 um\^{}2 \\
Most numerous cell types in the synthesized netlist & 8 x dfrtp\_1, 8 x mux2\_4, 4 x xor2\_1 \\
Distinct lib cells used & 18 \\
Cell taking the most area after synthesis & dfrtp\_1 \\
Synth area leaders & dfrtp\_1 40\%, mux2\_4 24\%, xor2\_1 6.9\%, xnor2\_1 5.2\%, nor4b\_2 3.0\% \\
\multicolumn{2}{l}{\textbf{Placement}} \\
Dpl hpwl & 1020 um \\
Last weighted congestion value of the routability-driven placer & 0.771 \\
Number of instances in the placed design & 114 \\
IO buf count & 23 \\
\multicolumn{2}{l}{\textbf{Power}} \\
Internal power & a little over 0.4 mW \\
Power after layout & 0.541 mW \\
Total power density per cell area & about 610 mW/mm\^{}2 \\
Worst-case vdd ir drop & 0.195 mV \\
Fraction of power consumed by the clock network & 28.9\% \\
Reported leakage power & 0.403 nW \\
Sequential share of power & 43.7\% \\
Switching power summed over all nets & 0.126 mW \\
Combinational fraction of design power & between 20 and 30\% \\
Sw frac & around 23\% \\
\multicolumn{2}{l}{\textbf{GRT}} \\
Largest net degree at the start of global routing & 9 \\
Via count of the first global-routing pass & 469 \\
Number of antenna violations at the first check in global routing & 0 \\
Total overflow reported by the global router & 0 \\
Global-route wire length before repair & between 1500 and 2000 um \\
Total global-route track usage & 3.71\% \\
\multicolumn{2}{l}{\textbf{Outcome}} \\
Outcome & finished with violations \\
Violated checks & negative setup slack \\
\multicolumn{2}{l}{\textbf{Floorplan}} \\
Core Box Area & 0.00342 mm\^{}2 \\
Die boundary height & 80 um \\
\# IOs & 24 \\
Core Util at FP & between 10\% and 20\% \\
Die area & 0.00640 mm\^{}2 \\
Die width & 80 um \\
Number of rows created at floorplan & 21 \\
\multicolumn{2}{l}{\textbf{Run}} \\
Max-cap check violation count & 0 \\
Tally of OpenROAD warnings & 28 \\
\multicolumn{2}{l}{\textbf{Min path}} \\
Kind of path behind the tightest hold check & input port to asynchronous set/reset pin \\
\hline
\end{tabular}
-- layer usage --
layer	vias to the layer above	global-route usage, %	part of all wire, %
li1	204	-	-
met1	184	4.35	44
met2	25	5.14	35
met3	2	3.30	20
met4	0	0.352	0.52
met5	-	0	0
-- cell usage in the layout (no fill, tap or decap), drive strengths merged --
master	netlist	routed
a211oi	1	1
and4	1	1
buf	1	10
clkbuf	0	4
clkdlybuf4s50	0	11
dfrtp	8	8
dlygate4sd2	0	5
ha	1	1
inv	3	3
mux2	8	8
nand2	1	1
nand4	1	1
nor2	2	2
nor2b	1	1
nor3	2	2
nor4b	1	1
o22ai	1	1
o311a	1	1
or4	1	1
xnor2	3	3
xor2	4	4
-- layout make-up --
class / instances / area, um^2 / area share [%]
Inverter: 3 / 23.8 / 2.70
Timing Repair Buffer: 27 / 248 / 28.1
Clock buffer: 3 / 22.5 / 2.56
Multi-Input combinational cell: 29 / 329 / 37.4
Sequential cell: 8 / 200 / 22.7
Tap cell: 46 / 57.6 / 6.53
-- kinds of logic (layout without fill, tap and decap cells) --
kind of cell	Yosys count	in the layout	synth area share, %
compound gates	3	3	4.94
flops	8	8	39.5
fa+ha+maj	1	1	2.47
simple gates	10	10	12.8
buf+inv	4	33	4.44
mux	8	8	23.7
xor+xnor	7	7	12.1
-- power by group through the flow --
| stage | combinational [mW] | clock, mW | sequential (mW) |
|---|---|---|---|
| CTS | 0.150 | 0.163 | 0.237 |
| global route | 0.163 | 0.181 | 0.237 |
| finish | 0.149 | 0.156 | 0.237 |
-- how the worst min path moves through the flow --
| stage | endpoint | slack, ns | cells past startpoint |
|---|---|---|---|
| final | P_DATA[2] | 0.32 | 1 |
| after global routing | P_DATA[4] | 0.34 | 1 |
| after CTS | P_DATA[0] | 0.32 | 1 |
-- what timing repair did --
action,4_1_cts,5_1_grt
setup endpoints to repair,8,8
resized,45,2
pin swaps,13,2
-- per-stage QoR --
stage | hold WS, ns | TNS [ns] | instance area [um^2] | util (%) | setup WS (ns)
after floorplan | 0.00441 | -2.78 | 537 | - | -0.348
after global placement | 0.497 | -8.57 | 851 | 24.9 | -1.07
after detailed placement | 0.503 | -8.67 | 851 | 24.9 | -1.09
after CTS | 0.324 | -1.64 | 893 | 26.2 | -0.206
after global routing | 0.345 | -1.73 | 881 | 25.8 | -0.219
final | 0.320 | -1.33 | 881 | 25.8 | -0.170
Power and IR drop assume default switching activity.
