### design/flow/run.sh
#!/bin/bash
# OpenROAD 26Q1-2900-gdf79404cd8, Yosys 0.63+post, stock flow scripts
make -C /OpenROAD-flow-scripts/flow DESIGN_CONFIG=/design/flow/config.mk WORK_HOME=/design/flow/orfs finish
### design/flow/config.mk
export PLATFORM = sky130hd
export DESIGN_NAME = data_sampling
export DESIGN_NICKNAME = data_sampling
export VERILOG_FILES = /design/flow/design.v
export SDC_FILE = /design/flow/constraint.sdc
export NUM_CORES = 4
export LEC_CHECK = 1
export CORE_AREA = 10 10 70 70
export DIE_AREA = 0 0 80 80
### design/flow/constraint.sdc
current_design data_sampling

set clk_period 1.5
set clk_io_pct 0.2

create_clock -name clk0 -period $clk_period [get_ports {CLK}]

set non_clock_inputs [all_inputs -no_clocks]
set_input_delay [expr $clk_period * $clk_io_pct] -clock clk0 $non_clock_inputs
set_output_delay [expr $clk_period * $clk_io_pct] -clock clk0 [all_outputs]
### design/flow/design.v
package SYS_PKG;
    typedef logic [7:0] dataframe_t;
    typedef enum logic [3:0] {
    OP_ADD   = 4'd0,
    OP_SUB   = 4'd1,
    OP_MULT  = 4'd2,
    OP_DIV   = 4'd3,
    OP_AND   = 4'd4,
    OP_OR    = 4'd5,
    OP_NAND  = 4'd6,
    OP_NOR   = 4'd7,
    OP_XOR   = 4'd8,
    OP_XNOR  = 4'd9,
    OP_CMPE  = 4'd10,   
    OP_CMPG  = 4'd11,   
    OP_SR    = 4'd12,   
    OP_SL    = 4'd13    
} opcode_t;
endpackage
module data_sampling(
  input logic CLK,
  input logic RST,
  input logic data_samp_en,
  input logic [5:0] edge_cnt,
  input logic [5:0] prescale,
  input logic RX_IN,
  output logic sampled_bit
);
logic [2:0] sample;
logic [5:0] mid_bit;
logic [5:0] mid_bit_after;
logic [5:0] mid_bit_before;
assign mid_bit        = (prescale >> 1) - 1'b1;
assign mid_bit_after  = mid_bit + 1'b1;
assign mid_bit_before = mid_bit - 1'b1;
always_ff @(posedge CLK or negedge RST) begin
    if(!RST)
        sample <= 3'd0;
    else if(data_samp_en) begin
        if(edge_cnt == mid_bit_before)
            sample[0] <= RX_IN;
        if(edge_cnt == mid_bit)
            sample[1] <= RX_IN;
        if(edge_cnt == mid_bit_after)
            sample[2] <= RX_IN;
    end
    else
        sample <= 3'd0;
end
always_ff @(posedge CLK or negedge RST) begin
    if(!RST)
        sampled_bit <= 1'b0;
    else if(data_samp_en)
        sampled_bit <= (sample[0] & sample[1]) |
                       (sample[1] & sample[2]) |
                       (sample[0] & sample[2]);
    else
        sampled_bit <= 1'b1;
end
endmodule
==> out/results.ini <==
[run_status]
status=complete, but fails checks
failed_checks=negative setup slack

[final_timing]
fin_crit_ps=1659
finalCritPeriodShare_pct=110.6
timing.final.setup_violations=3
finClkSkew_ps=0.8166
finalHoldWorstSlack_ps=270.5
final_max_slew_viol_count=0
relSlewSlack_pct=79.11
fmax_mhz=602.6
grt_setup_unrepaired=yes
tns_ps=-385.3
setup_ws_ps=-159.5
timing_worst_slew_pin_value_ps=313.3
finalHoldViolations=0

[global_route]
grt_first_pass_wirelength_mm=2.829
grt_pass1_vias=672
globalRoute.totalOverflow=0
initial_antenna_violation_count=0
grt_start_max_net_pins=10
globalRouteTotalUtil_pct=5.092

[drt]
route.layer.met1.wl_um=813
wire_per_inst_um=11.22
routed.top_layer=met4
antenna_left=0
dr.pass1.iters=4
vias=664
routed-wl-met3_um=127
detailedRoute.firstIterationViolations=25
route.antenna.diode_count=0
routed_wirelength_mm=1.751
route.detailed.drc=0
via_per_inst=4.256
detailroute.wirelength.met2_um=800

[synth]
ys_top_logic_family=simple AND/OR/NAND/NOR gates
synth_mux_share_pct=7.992
dominantRegCellSynth=dfrtp_1
synth-edff-count=0
synthSimpleGateAreaFrac_pct=27.10
synth-seq-area-share_pct=15.59
syn_area_per_cell_um2=8.558
area_leaders=xnor2_1 16%, dfrtp_1 16%, ha_1 7.8%, mux2i_1 6.2%, nand2_1 4.7%
yosys-stat-area_um2=641.9
synth.lib_cells_used.distinct=34
yosys.area_share.adder_pct=7.797
synthesis.instances=75
yosys.area.top_type=xnor2_1
synth_flops=4
ys_cells=75
synth.yosys.warnings=1
share_of_the_synthesized_area_in_the_top_cell_type_pct=16.37
xor_area_share_pct=26.51
synth-async-reset-ratio_pct=100.0
synthesis.area_um2=641.9
yosys.area_share.aoi_pct=10.72

[worst_setup_path]
path_class=in -> reg
critical_path_top_delay_cell=mux2_4
cp.arrival_ps=1810
critPathCaptureType=register
max_incr_delay_on_cp_ps=340
required_ps=1650
path_cells=buf_6, clkinvlp_4, ha_4, nor2b_4, mux2_4, a21oi_2, o22ai_2, o211ai_1, mux2i_1
crit_path_start_kind=primary input
crit_path_max_fanout=3
critical_path.n_buffers_inverters=2
crit_family=multiplexers

[pwr]
power_density_nw_per_um2=488.4
peakVddDrop_mv=0.1077
leakage_nw=0.4722

[place]
placed_cell_area_um2=979.7
io_buffer_count=15
finalWeightedCongestion=0.8275
pre_cts_slack_ps=-836.5
dpl.hpwl_mm=1.334

[final_layout]
area.growth.synth_to_final_pct=80.90
layout-drive-gt1-share_pct=44.55
finish.instance_area_um2=1161

[floorplan]
fp.coreArea_um2=3416
fp.dieH_um=80
fp.dieW_um=80
top_level_ports=17
core.rowCount=21
fp-utilization_pct=18.79
die-area_um2=6400

[flow_run]
warnings=31
maxCapViolCount=0

[hold_path]
hp-class=in -> async

[clock_network]
path_clk_slew_ps=30
cts.root.buffer_cell=clkbuf_4
cts_sinks=4
ctsHoldBuffers=0
cts_tree=built
htreeDepth=1
clock_latency_ps=230
tritoncts_buffer_count=3
cts_max_path_buffers=2

==> synthesized netlist by cell type (2+ instances only) <==
library cell / number
dfrtp_1: 4
xor2_1: 3
inv_1: 3
nor2_1: 6
nand3_1: 3
nand2_1: 8
ha_1: 4
mux2i_1: 4
xnor2_1: 12
a21oi_1: 3
o21ai_1: 2
==> worst register-to-register path, delay by kind of cell, from the launching register on <==
| family | cells | cell delay [ps] |
|---|---|---|
| DFF | 1 | 380 |
| AOI/OAI and AO/OA | 2 | 240 |
==> flip-flops by register name, summed over array words and instances, names as in the netlist <==
signal,cells
sampled_bit,1
sample,3
==> cells by family (layout without fill, tap and decap cells) <==
kind of cell             after synthesis  after routing
AND-OR/OR-AND                         11             11
AND/OR/NAND/NOR                       29             29
XOR/XNOR                              17             17
flip-flops                             4              4
adder cells (fa/ha/maj)                4              4
multiplexers                           5              5
buffers and inverters                  5             40
==> per-stage QoR <==
stage               utilization [%]  power [mW]  std cells
floorplan                         -      0.2769         75
detailed placement            28.68      0.3779        148
global placement              28.68      0.3764        148
global route                  33.99      0.6050        156
finish                        33.99      0.5671        156
CTS                           31.54      0.5334        153
==> power by group <==
group / switching [mW] / internal (mW) / total (mW)
Combinational: 0.148 / 0.180 / 0.328
Sequential: 0.00126 / 0.111 / 0.113
Clock: 0.0376 / 0.0890 / 0.127
Total: 0.186 / 0.381 / 0.567
==> cell usage in the layout (no fill, tap or decap), drive strengths merged, types with 2 or more instances in the layout <==
master and instances:
buf 22, xnor2 13, nand2 8, clkdlybuf4s50 8, nor2 6, mux2i 4
dfrtp 4, ha 4, clkbuf 4, dlygate4sd2 3, a21oi 3, xor2 3
o21ai 3, nand3 3, nor4 2, inv 2, nor2b 2, nor3b 2
==> per-layer routing <==
layer | track usage [%] | up-vias
met4 | 0.7042 | 0
met5 | 0 | -
met3 | 1.364 | 2
li1 | - | 333
met1 | 6.792 | 312
met2 | 8.186 | 17
==> worst paths after layout <==
check | startpoint | slack [ps] | to | cells after the start
setup reg to reg | sample[0] | 750 | sampled_bit | 2
setup / recovery | prescale[2] | -160 | sample[2] | 9
hold / removal | RST | 270 | sampled_bit | 1
min in group clk0 | sample[2] | 550 | sample[2] | 2
max in group asynchronous | RST | 1070 | sample[1] | 1
hold reg to reg | sample[2] | 550 | sample[2] | 2
==> final cells by class <==
class	count	area [um2]
Clock buffer	3	22.52
Fill cell	337	2255
Inverter	3	20.02
Multi-Input combinational cell	66	674.4
Sequential cell	4	100.1
Tap cell	46	57.56
Timing Repair Buffer	34	286.5
==> timing repair <==
item,4_1_cts,5_1_grt
pin swaps,8,9
buffers inserted,2,4
endpoints found under the setup margin,3,3
gates resized,27,14
Power is estimated from default activity; no workload was simulated.
