**config.mk**
```make
export PLATFORM = sky130hd
export DESIGN_NAME = FSM_RX
export DESIGN_NICKNAME = FSM_RX
export VERILOG_FILES = /design/flow/design.v
export SDC_FILE = /design/flow/constraint.sdc
export NUM_CORES = 4
export LEC_CHECK = 1
export CORE_AREA = 10 10 72 72
export DIE_AREA = 0 0 82 82
```
**constraint.sdc**
```tcl
current_design FSM_RX

set clk_period 2.1
set clk_io_pct 0.2

create_clock -name clk0 -period $clk_period [get_ports {CLK}]

set non_clock_inputs [all_inputs -no_clocks]
set_input_delay [expr $clk_period * $clk_io_pct] -clock clk0 $non_clock_inputs
set_output_delay [expr $clk_period * $clk_io_pct] -clock clk0 [all_outputs]
```
**design.v**
```verilog
package SYS_PKG;
    typedef logic [7:0] dataframe_t;
    typedef enum logic [3:0] {
    OP_ADD   = 4'd0,
    OP_SUB   = 4'd1,
    OP_MULT  = 4'd2,
    OP_DIV   = 4'd3,
    OP_AND   = 4'd4,
    OP_OR    = 4'd5,
    OP_NAND  = 4'd6,
    OP_NOR   = 4'd7,
    OP_XOR   = 4'd8,
    OP_XNOR  = 4'd9,
    OP_CMPE  = 4'd10,   
    OP_CMPG  = 4'd11,   
    OP_SR    = 4'd12,   
    OP_SL    = 4'd13    
} opcode_t;
endpackage
module FSM_RX(
  input logic RX_IN,
  input logic [3:0] bit_cnt,
  input logic [5:0] edge_cnt,
  input logic [5:0] prescale,
  input logic PAR_EN,
  input logic par_err,
  input logic strt_glitch,
  input logic stp_err,
  input logic CLK,
  input logic RST,
  output logic data_samp_en,
  output logic enable,
  output logic deser_en,
  output logic data_valid,
  output logic stp_chk_en,
  output logic strt_chk_en,
  output logic par_chk_en,
  output logic FRAME_ERROR, PARITY_ERROR
);
  typedef enum logic [2:0] {
    IDLE  = 3'b000,
    STRT  = 3'b001,
    DATA  = 3'b011,
    PAR   = 3'b010,
    STP   = 3'b110,
    OUT   = 3'b111
  } state_t;
  state_t current_state, next_state;
  logic frame_error, parity_error;
  logic [5:0] count_done;
  assign count_done = prescale - 6'd1;
  always_ff @(posedge CLK or negedge RST) begin
    if (!RST) begin
      current_state <= IDLE;
      FRAME_ERROR   <= 1'b0;
      PARITY_ERROR  <= 1'b0;
    end else begin
      current_state <= next_state;
      FRAME_ERROR   <= frame_error;
      PARITY_ERROR  <= parity_error;
    end
  end
  always_comb begin
    case (current_state)
      IDLE: next_state = (!RX_IN) ? STRT : IDLE;
      STRT: next_state = (bit_cnt == 4'd0 && edge_cnt == count_done) ? (!strt_glitch ? DATA : IDLE) : STRT;
      DATA: next_state = (bit_cnt == 4'd8 && edge_cnt == count_done) ? (PAR_EN ? PAR : STP) : DATA;
      PAR: next_state = (bit_cnt == 4'd9 && edge_cnt == count_done) ? STP : PAR;
      STP: next_state = ((bit_cnt == 4'd10 && edge_cnt == count_done - 1 && PAR_EN) || (bit_cnt == 4'd9  && edge_cnt == count_done - 1 && !PAR_EN)) ? OUT : STP;
      OUT: next_state = (!RX_IN) ? STRT : IDLE;
      default: next_state = IDLE;
    endcase
  end
  always_comb begin
    data_samp_en = 1'b0;
    enable       = 1'b0;
    deser_en     = 1'b0;
    data_valid   = 1'b0;
    stp_chk_en   = 1'b0;
    strt_chk_en  = 1'b0;
    par_chk_en   = 1'b0;
    parity_error = 1'b0;
    frame_error  = 1'b0;
    case (current_state)
      IDLE: begin
        if (!RX_IN) begin
          data_samp_en  = 1'b1;
          enable        = 1'b1;
          strt_chk_en   = 1'b1;
        end
      end
      STRT: begin
        data_samp_en = 1'b1;
        enable       = 1'b1;
        strt_chk_en  = 1'b1;
      end
      DATA: begin
        data_samp_en = 1'b1;
        enable       = 1'b1;
        deser_en     = 1'b1;
      end
      PAR: begin
        data_samp_en = 1'b1;
        enable       = 1'b1;
        par_chk_en   = 1'b1;
      end
      STP: begin
        data_samp_en = 1'b1;
        enable       = 1'b1;
        stp_chk_en   = 1'b1;
      end
      OUT: begin
        data_samp_en = 1'b1;
        parity_error = par_err;
        frame_error = stp_err;
        data_valid   = ~(par_err || stp_err);
      end
    endcase
  end
endmodule
```
**run.sh**
```bash
#!/bin/bash
# OpenROAD 26Q1-2900-gdf79404cd8, Yosys 0.63+post, stock flow scripts
make -C /OpenROAD-flow-scripts/flow DESIGN_CONFIG=/design/flow/config.mk WORK_HOME=/design/flow/orfs finish
```
==> flow_summary_export.csv <==
group,metric,value,unit
global_route,grt_overflow,0,
power_and_ir_drop,intPower,0.442,mW
critical_path,worstSetupPathType,"input port to flip-flop",
layout,layout.cells.non_filler,197,
final_timing,hold_viol,0,
power_and_ir_drop,power.leakage,0.623,nW
placed_design,hpwl,1830,µm
logic_synthesis,xor_share,15.3,%
logic_synthesis,synth_adder_area_share,3.18,%
clocking,cts_buffers,3,
routing,wl,2190,µm
logic_synthesis,avgSynthCellArea,9.03,µm²
critical_path,cp_common_cell,"buf_4",
power_and_ir_drop,p_sw,0.154,mW
critical_path,cp.depth,10,
die,rows,22,
routing,vias,877,
die,initial_utilization,21.3,%
critical_path,slowest_stage,"a2111o_1",
critical_path,crit_arrival,2080,ps
routing,via_per_inst,4.45,
final_timing,fin_crit_sh,93.9,%
critical_path,reg2reg_to,"current_state[2]$_DFF_PN0_",
final_timing,max_slew_margin,77.1,%
critical_path,r2r_setup_slack,1120,ps
final_timing,worst_pin_slew,342,ps
critical_path,worstSetupStartpointType,"input port",
power_and_ir_drop,pwr-share-clk,32.0,%
critical_path,max_stage_delay,390,ps
critical_path,rr_startpoint,"current_state[4]$_DFF_PN0_",
clocking,cts_tree,"yes",
final_timing,rsz0062_at_grt,"no",
placed_design,gp_congestion,0.831,
flow_run,maxCapViolations,0,
clocking,clkLatencyLatePin,230,ps
logic_synthesis,ys.warnings.count,1,
run_status,status,"complete, no violations",
final_timing,fin_setup_tns,0,ps
layout,drive_above_1_share,38.3,%
logic_synthesis,ys_top_logic_family,"simple AND/OR/NAND/NOR gates",
power_and_ir_drop,combPwrFrac,40.9,%
global_route,grtUsageTotal,6.43,%
routing,drcViolationCount,0,
logic_synthesis,synth_cells,87,
placed_design,post_dp_cell_area,1330,µm²
logic_synthesis,netlist_area,786,µm²
placed_design,port_buffers,31,
placed_design,pre_cts_ws,-582,ps
layout,fin_area,1460,µm²
logic_synthesis,yosys_area,786,µm²
final_timing,drv_slew,0,
die,io-pin-count,32,
critical_path,cp_max_fo,2,
power_and_ir_drop,swShare,25.8,%
layout,area_growth,85.7,%
power_and_ir_drop,seqPwrFrac,27.1,%
placed_design,place_inst,187,
routing,antennaDiodeCount,0,
logic_synthesis,synthSimpleGateAreaFrac,26.8,%
final_timing,fmax,0.507,GHz
routing,ant_nets,0,
logic_synthesis,ys.flops,8,
logic_synthesis,synthAoiAreaFrac,22.5,%
critical_path,endpoint_kind,"flip-flop",
global_route,grt_pass1_wl,3670,µm
critical_path,critPathBufInv,4,
logic_synthesis,ys_seq_share,25.6,%
die,die_area,6720,µm²
global_route,antenna_found_initial,0,
power_and_ir_drop,peakVddDrop,0.127,mV
die,core,3690,µm²
global_route,grt_start_max_net_pins,9,
logic_synthesis,yosysCellCount,87,
routing,drt_iter0_drc,7,
critical_path,crit_end,"current_state[2]$_DFF_PN0_",
layout,layout_top_cells,"buf_4, clkdlybuf4s50_1, dfrtp_1",
clocking,clk_path_buf_depth,2,
final_timing,fin_ws,128,ps
layout,final_common_cell,"buf_4",
clocking,cts_sinks,8,
layout,nFillCells,370,
critical_path,path_cells,"dlygate4sd2_1, nor3_2, buf_4, buf_4, buf_4, a21oi_1, o22a_1, o211a_1, a2111o_1, o2bb2ai_1",
die,dieWidth,82,µm
final_timing,min_period,1970,ps
flow_run,warning_count,26,
die,fp.dieH,82,µm
clocking,cts.htree.levels,1,
worst_hold_path,worstHoldStart,"RX_IN",
global_route,grt_pass1_vias,917,
final_timing,skew,1.95,ps
final_timing,hold-worst-slack,386,ps
final_timing,finalSetupViolations,0,
power_and_ir_drop,p_per_area,409,nW/µm²
critical_path,required,2210,ps
clocking,clockRootBuffer,"clkbuf_8",
worst_hold_path,holdCritPathClass,"input port to flip-flop",
critical_path,critPathLaunch,"prescale[4]",
logic_synthesis,yosys.cell_types.count,44,
clocking,clkTransAtPathRegs,40,ps
critical_path,path_delay_family,"AND-OR/OR-AND gates",
routing,first_pass_iters,4,
routing,wl_per_cell,11.1,µm
logic_synthesis,mux_area_share,0,%
critical_path,ff2ff_path_depth,4,
## cell usage after synthesis
cell type / count / area [µm²]
and2_1: 2 / 12.5
a211oi_2: 1 / 12.5
ha_1: 2 / 25.0
a21oi_1: 4 / 20.0
dfstp_2: 1 / 26.3
nor3b_1: 4 / 30.0
a21o_1: 1 / 7.51
nor3_4: 1 / 16.3
o21ai_0: 1 / 5.00
a221oi_1: 1 / 8.76
o22ai_1: 1 / 6.26
a211oi_1: 1 / 7.51
xor2_1: 4 / 35.0
nor3_1: 2 / 10.0
dfrtp_1: 7 / 175
inv_1: 6 / 22.5
o21bai_1: 1 / 7.51
nand4_1: 2 / 12.5
nand3_1: 3 / 15.0
o22a_1: 1 / 8.76
or3_2: 1 / 7.51
nor2_1: 4 / 15.0
a41oi_1: 2 / 17.5
xnor2_1: 7 / 61.3
a31oi_1: 2 / 12.5
buf_4: 1 / 7.51
o31ai_1: 1 / 7.51
a2111o_1: 1 / 11.3
o211a_1: 1 / 10.0
and3_1: 1 / 6.26
nand2_1: 4 / 15.0
o41ai_1: 1 / 8.76
or4_1: 1 / 7.51
and2_2: 1 / 7.51
xor3_1: 1 / 23.8
or2_2: 1 / 6.26
nor2b_1: 1 / 6.26
o2bb2ai_1: 2 / 17.5
nor3_2: 1 / 10.0
and3b_1: 1 / 8.76
buf_6: 2 / 22.5
o21a_1: 1 / 7.51
nand3b_1: 2 / 15.0
and4_1: 1 / 8.76
## repair_timing
action,CTS,global route
hold buffers,0,0
pin swaps,10,13
setup buffers,5,1
setup endpoints to repair,9,2
resized,21,11
## power groups by stage
stage	logic, mW	clock network [mW]	registers, mW
CTS	0.235	0.196	0.161
global route	0.269	0.206	0.162
finish	0.244	0.191	0.162
## state kept, by name (all words and copies together) (netlist names)
signal / flops
PARITY_ERROR: 1
FRAME_ERROR: 1
current_state: 6
## through the flow
step	power (mW)	utilization [%]
2_1_floorplan	0.264	-
3_3_place_gp	0.386	36.2
3_5_place_dp	0.388	36.2
4_1_cts	0.593	38.8
5_1_grt	0.637	39.6
6_report	0.596	39.6
## layout make-up
type / instances / area, µm² / area share, %
clock buffers: 4 / 45.0 / 3.09
inverters: 6 / 22.5 / 1.54
multi-input cells: 70 / 612 / 41.9
flip-flops and latches: 8 / 201 / 13.8
well taps: 48 / 60.1 / 4.12
repair buffers: 61 / 518 / 35.5
## routing by layer
layer / GRT usage (%) / part of all wire, %
met4: 1.19 / 1.2
met5: 0 / 0
met3: 1.65 / 8.2
met1: 8.39 / 44
met2: 10.6 / 46
## worst min-delay path by stage
stage         cells past startpoint  slack (ps)                    endpoint
finish                            2         390  current_state[3]$_DFF_PN0_
global route                      2         390  current_state[3]$_DFF_PN0_
CTS                               2         380  current_state[3]$_DFF_PN0_
## cell families after synthesis
logic type / after synthesis
XOR/XNOR: 12
AND-OR/OR-AND: 23
AND/OR/NAND/NOR: 33
buffers and inverters: 9
adder cells (fa/ha/maj): 2
flip-flops: 8
Power is estimated from default activity; no workload was simulated.
